### ./design.v
`timescale 1ns / 1ps
 module adsr(
input logic clk,
input logic reset,
input logic start,  
input logic [31:0] attack_step_value,  
input logic [31:0] decay_step_value,   
input logic [31:0] sustain_level,  
input logic [31:0] release_step_value,   
input logic [31:0] sustain_time,  
output logic [15:0] envelope,
output logic adsr_idle
    );
    localparam MAX = 32'h8000_0000;
    localparam BYPASS = 32'hffff_ffff;
    localparam ZERO = 32'h0000_0000;
    typedef enum {idle, launch, attack, decay, sustain, rel} state_type;
    state_type state_reg;
    state_type state_next;
    logic [31:0] amplitude_counter_reg;
    logic [31:0] amplitude_counter_next;
    logic [31:0] sustain_time_reg;
    logic [31:0] sustain_time_next;
    logic [31:0] n_tmp;
    logic fsm_idle;
    logic [31:0] envelope_i;
    always_ff @(posedge clk, posedge reset)
    begin
        if(reset) 
          begin
            state_reg <= idle;
            amplitude_counter_reg <= 32'h0;
            sustain_time_reg <= 32'h0;
          end
         else
         begin
            state_reg <= state_next;
            amplitude_counter_reg <= amplitude_counter_next;
            sustain_time_reg <= sustain_time_next;
         end
    end
    always_comb
    begin
        state_next = state_reg;
        amplitude_counter_next = amplitude_counter_reg;
        sustain_time_next = sustain_time_reg;
        fsm_idle = 1'b0;        
        case (state_reg)         
            idle: begin
                fsm_idle = 1'b1;
                if (start) begin
                    state_next = launch;
                  end
              end
            launch: begin
                state_next = attack;
                amplitude_counter_next = 32'b0;
              end  
            attack: begin
                if(start) begin
                    state_next = launch;
                end else begin
                    n_tmp = amplitude_counter_reg + attack_step_value;
                    if (n_tmp < MAX) begin
                        amplitude_counter_next = n_tmp;
                    end else begin
                        state_next = decay;
                    end
                 end
              end
            decay: begin
                if (start) begin
                    state_next = launch;
                end else begin
                    n_tmp = amplitude_counter_reg - decay_step_value;
                    if(n_tmp > sustain_level) begin
                        amplitude_counter_next = n_tmp;
                    end else begin
                        amplitude_counter_next = sustain_level;
                        state_next = sustain;
                        sustain_time_next = 32'b0;   
                    end
                 end
              end              
            sustain: begin
                if (start) begin
                    state_next = launch;
                end else begin
                    if(sustain_time_reg < sustain_time) begin
                        sustain_time_next = sustain_time_next + 1;
                    end else begin
                        state_next = rel;
                    end
                 end
              end              
             default: begin
                if (start) begin
                    state_next = launch;
                  end else begin
                    if(amplitude_counter_reg > release_step_value) begin
                        amplitude_counter_next = amplitude_counter_reg - release_step_value;
                    end else begin
                        state_next = idle;
                    end
                  end
               end    
        endcase
    end
    assign adsr_idle = fsm_idle;
    assign envelope_i = (attack_step_value == BYPASS) ? MAX :
                   (attack_step_value == ZERO) ? 32'b0 :
                   amplitude_counter_reg;
    assign envelope = {1'b0, envelope_i[31:17]};
endmodule
### ./run.sh
#!/bin/bash
# OpenROAD 26Q1-2900-gdf79404cd8, Yosys 0.63+post, stock flow scripts
make -C /OpenROAD-flow-scripts/flow DESIGN_CONFIG=/design/flow/config.mk WORK_HOME=/design/flow/orfs finish
### ./config.mk
export PLATFORM = sky130hd
export DESIGN_NAME = adsr
export DESIGN_NICKNAME = adsr
export VERILOG_FILES = /design/flow/design.v
export SDC_FILE = /design/flow/constraint.sdc
export NUM_CORES = 4
export LEC_CHECK = 1
export CORE_UTILIZATION = 30
export SYNTH_HDL_FRONTEND = slang
### ./constraint.sdc
current_design adsr

set clk_period 19.5
set clk_io_pct 0.2

create_clock -name clk0 -period $clk_period [get_ports {clk}]

set non_clock_inputs [all_inputs -no_clocks]
set_input_delay [expr $clk_period * $clk_io_pct] -clock clk0 $non_clock_inputs
set_output_delay [expr $clk_period * $clk_io_pct] -clock clk0 [all_outputs]
==> results.sh <==
# source this file to load flow results
export IMPL_ff2ff_setup_slack_ns=12.93
export IMPL_setup_viol=0
export IMPL_rsz0062_at_grt="false"
export IMPL_netlist_area_leader_share_pct=17.3
export IMPL_drtIter0Drc=895
export IMPL_critPathMaxFanout=18
export IMPL_path_cells="clkdlybuf4s50_1 > ha_1 > inv_1 > fa_1 > a211o_1 > a2111oi_4 > or2_2 > a211oi_1 > buf_4 > nor4_1 > o31ai_1 > xnor2_1 > inv_1 > ha_1 > nand4_1 > or4_4 > or2_1 > a311o_2 > nand2_1 > nor2_2 > buf_4 > a22o_1 > a2111oi_0 > mux2i_1"
export IMPL_hold_depth=2
export IMPL_cts_htree_levels=3
export IMPL_startpoint_type="input pin"
export IMPL_clk_pin_slew_ns=0.06
export IMPL_cts_sinks=70
export IMPL_postSynth_asyncResetShare_pct=100
export IMPL_grt_busiest_layer="met2"
export IMPL_grt_start_max_net_pins=40
export IMPL_final_area_sq_um=14000
export IMPL_crit_arrival_ns=10.28
export IMPL_r2r_end="amplitude_counter_reg[31]$_DFFE_PP0P_"
export IMPL_wirelength_mm=39.2
export IMPL_cts_buffer_depth=2
export IMPL_yosys_warnings=0
export IMPL_warnings=25
export IMPL_mux_share_pct=5.50
export IMPL_cts_root_buf="clkbuf_16"
export IMPL_drive_gt1_share_pct=5.33
export IMPL_slew_headroom_pct=45.9
export IMPL_worst_slew_pin_transition_ns=0.811
export IMPL_critPathKind="in2reg"
export IMPL_post_cts_resized=0
export IMPL_finalSetupTns_ns=0
export IMPL_xor_area_share_pct=5.89
export IMPL_cts_tree="built"
export IMPL_overflow=0
export IMPL_synth_top_cell_by_count="inv_1"
export IMPL_die_w_um=197
export IMPL_row_count=71
export IMPL_grt_pass1_wl_mm=60.3
export IMPL_fp_utilization_pct=30.5
export IMPL_crit_path_end_kind="flip-flop"
export IMPL_postCtsSetupBuffers=0
export IMPL_groute_usage_overall_pct=20.3
export IMPL_cts_buffers=9
export IMPL_r2r_start="amplitude_counter_reg[0]$_DFFE_PP0P_"
export IMPL_cpLargestDelayFamily="simple AND/OR/NAND/NOR gates"
export IMPL_hp_class="reg2reg"
export IMPL_hold_viol_final=0
export IMPL_fin_crit_sh_pct=51.6
export IMPL_hold_path_startpoint="state_reg[0]$_DFF_PP1_"
export IMPL_synthAoiAreaFrac_pct=27.1
export IMPL_final_max_slew_viol_count=0
export IMPL_max_stage_delay_ns=0.60
export IMPL_vias=11731
export IMPL_worstSetupPathDepth=24
export IMPL_met3_usage_pct=2.23
export IMPL_finClkSkew_ns=0.00619
export IMPL_ios=180
export IMPL_top_area_cell="ha_1"
export IMPL_power_density_nw_per_um2=153
export IMPL_synth_area_sq_um=11400
export IMPL_dieHeight_um=197
export IMPL_cp_slowest_cell="or4_4"
export IMPL_place_congestion=0.936
export IMPL_p_leak_nw=6.43
export IMPL_maxCapViolCount=0
export IMPL_hold_end="state_reg[0]$_DFF_PP1_"
export IMPL_core_sq_um=37600
export IMPL_dpl_cell_area_sq_um=13700
export IMPL_power_total_mw=2.15
export IMPL_topCellsByArea="ha_1 17%, dfrtp_1 15%, a21oi_1 5.6%, inv_1 5.5%, xnor2_1 4.1%"
export IMPL_antenna_left=0
export IMPL_synthSimpleGateAreaFrac_pct=20.5
export IMPL_first_global_vias=11102
export IMPL_r2r_cells=24
export IMPL_synthAdderAreaFrac_pct=17.8
export IMPL_logic_family="AND-OR/OR-AND gates"
export IMPL_gr_usage_met2_pct=32.4
export IMPL_critPathRequiredTime_ns=19.71
export IMPL_area_delta_synth_final_pct=22.5
export IMPL_ys_cells=1501
export IMPL_setup_slack_ns=9.43
export IMPL_hpwlAfterDp_mm=32.3
export IMPL_path_buffers=5
export IMPL_antenna_found_initial=1
export IMPL_use_met1_pct=29.7
export IMPL_period_needed_ns=10.07
export IMPL_netlist_cell_type_count=88
export IMPL_synthTopCellsByCount="167 x inv_1, 158 x ha_1, 129 x a21oi_1, 120 x nand2_1, 72 x nor2_1"
export IMPL_synth_edff_count=0
export IMPL_vias_per_cell=5.42
export IMPL_cts_hold_buffers_added=0
export IMPL_avgRoutedWirePerCell_um=18.1
export IMPL_ys_ff=70
export IMPL_yosysSeqAreaShare_pct=15.3
export IMPL_chipArea_sq_um=38900
export IMPL_drc=0
export IMPL_fmax_mhz=99.3
export IMPL_dr_pass1_iters=6
export IMPL_ys_area_sq_um=11400
export IMPL_dp_slack_ns=9.09
export IMPL_port_buffers=178
export IMPL_synth_cells=1501
export IMPL_flop_cell="dfrtp_1"
export IMPL_worstSkewPairLatency_ns=0.34
export IMPL_ir_drop_uv=58.8
export IMPL_syn_avg_cell_area_sq_um=7.63
export IMPL_outcome="finished, final reports clean"
[report_power, final]
part	internal (mW)	switching (mW)
clock	0.116	0.0677
sequential	0.189	0.0867
combinational	0.732	0.958
[final cells by class]
type | instances | area, sq um
clock buffer | 11 | 243
sequential | 70 | 1750
multi-input combinational | 1207 | 8800
tap | 511 | 639
antenna | 1 | 2.50
fill | 3834 | 23500
timing repair buffer | 191 | 1880
clock inverter | 5 | 82.6
inverter | 167 | 627
[worst max path at each step]
stage	start	end	slack [ns]
after CTS	attack_step_value[1]	envelope[11]	9.38
after global routing	decay_step_value[0]	amplitude_counter_reg[31]$_DFFE_PP0P_	8.98
final	decay_step_value[0]	amplitude_counter_reg[31]$_DFFE_PP0P_	9.43
[kinds of logic after synthesis]
logic type / count (synthesis)
adder cells (fa/ha/maj): 161
AND-OR/OR-AND: 457
XOR/XNOR: 77
other: 1
multiplexers: 59
buffers and inverters: 224
flip-flops: 70
AND/OR/NAND/NOR: 452
[per-stage QoR]
| stage | hold slack [ns] | utilization (%) | instances |
|---|---|---|---|
| finish | 0.485 | 37.3 | 2163 |
| CTS | 0.487 | 37.3 | 2162 |
| floorplan | 0.444 | - | 1501 |
| global route | 0.537 | 37.3 | 2162 |
| detailed placement | 0.478 | 36.5 | 2146 |
| global placement | 0.476 | 36.5 | 2146 |
[cell usage in the layout, fill, tap and decap left out, drive strengths merged, types with 9 or more instances in the layout]
cell type | synthesis | final
clkdlybuf4s50 | 0 | 178
inv | 167 | 167
ha | 158 | 158
a21oi | 131 | 131
nand2 | 121 | 121
o21ai | 75 | 75
nor2 | 74 | 74
dfrtp | 69 | 69
xnor2 | 54 | 54
a21o | 49 | 49
nand4 | 42 | 42
nor3 | 40 | 40
nand3 | 37 | 37
mux2i | 31 | 31
mux2 | 28 | 28
nand2b | 25 | 25
xor2 | 23 | 23
and2 | 22 | 22
o21a | 21 | 21
o31ai | 21 | 21
nor4 | 20 | 20
and3 | 18 | 18
o211ai | 15 | 15
a31oi | 15 | 15
a211oi | 13 | 13
buf | 17 | 13
or4 | 12 | 12
o21bai | 11 | 11
o221ai | 11 | 11
a222oi | 11 | 11
a2111oi | 11 | 11
clkbuf | 40 | 11
nor2b | 9 | 9
[worst register-to-register path: stages (launching register included)]
cell       delay, ns
dfrtp_1         0.40
inv_1           0.11
ha_1            0.17
inv_1           0.05
fa_1            0.42
a211o_1         0.34
a2111oi_4       0.36
or2_2           0.20
a211oi_1        0.07
buf_4           0.17
nor4_1          0.47
o31ai_1         0.19
xnor2_1         0.22
inv_1           0.07
ha_1            0.27
nand4_1         0.18
or4_4           0.60
or2_1           0.25
a311o_2         0.36
nand2_1         0.50
nor2_2          0.07
buf_4           0.24
a22o_1          0.25
a2111oi_0       0.36
mux2i_1         0.12
[per-layer routing]
metal	wire [um]	share of wire (%)	up-vias
met3	2180	5.6	49
met5	0	0	-
li1	-	-	5869
met4	1050	2.7	0
met2	17600	45	371
met1	18300	47	5442
