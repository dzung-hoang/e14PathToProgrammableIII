## /design/flow/design.v

```verilog
`timescale 1ns / 1ps
module filter (
    input logic clk,
    input logic reset,
    input logic [29:0] fccw,  
    input logic [15:0] pcm_in,  
    input logic [15:0] cutoff_freq,  
    input logic [15:0] resonance_lvl,  
    input logic [15:0] eg_amount,  
    input logic [15:0] envelope,  
    input logic [15:0] modulation,  
    output logic [15:0] pcm_out
    );
    logic [15:0] lpf_pcm_out;
    moving_average_lpf lpf_uut(
        .clk(clk),
        .reset(reset),
        .order(cutoff_freq),
        .signal_in(pcm_in),
        .signal_out(lpf_pcm_out)
    );
    always begin
        if (eg_amount >0) begin
            pcm_out = lpf_pcm_out;
        end else begin
           pcm_out = pcm_in ;  
       end  
    end
endmodule
`timescale 1ns / 1ps
module moving_average_lpf(
    input logic clk,
    input logic reset,
    input logic [7:0] order,
    input logic  [15:0] signal_in,
    output logic  [15:0] signal_out
);
    localparam BIAS = 2 ** 15;  
    logic [31:0] ma_new, ma_new_reg;
    logic [31:0] ma_old, ma_old_reg;
    logic [31:0] signal_n;
    logic [16:0] unbiased_signal_out;
    logic [16:0] biased_signal;
    logic [16:0] biased_trucated_output;
    assign biased_signal = {signal_in[15], signal_in} + BIAS;
    assign signal_n = {biased_signal, 15'b0};
    always_ff @(posedge clk, posedge reset) begin
        if (reset) begin
            ma_new_reg <=0;
            ma_old_reg <=0;
        end else begin
            ma_new_reg <= ma_new;
            ma_old_reg <= ma_old;
        end
    end
    assign ma_old = ma_new_reg;
    assign ma_new = $signed(signal_n  >> order) + $signed(ma_old_reg) - $signed(ma_old_reg >> order) ;
    assign biased_trucated_output = ma_new_reg[31:15];
    assign unbiased_signal_out = $signed(biased_trucated_output - BIAS) ;
    assign signal_out = unbiased_signal_out[15:0];
endmodule
```

## /design/flow/constraint.sdc

```tcl
current_design filter

set clk_period 11.4
set clk_io_pct 0.2

create_clock -name clk0 -period $clk_period [get_ports {clk}]

set non_clock_inputs [all_inputs -no_clocks]
set_input_delay [expr $clk_period * $clk_io_pct] -clock clk0 $non_clock_inputs
set_output_delay [expr $clk_period * $clk_io_pct] -clock clk0 [all_outputs]
```

## /design/flow/run.sh

```bash
#!/bin/bash
# OpenROAD 26Q1-2900-gdf79404cd8, Yosys 0.63+post, stock flow scripts
make -C /OpenROAD-flow-scripts/flow DESIGN_CONFIG=/design/flow/config.mk WORK_HOME=/design/flow/orfs finish
```

## /design/flow/config.mk

```make
export PLATFORM = sky130hd
export DESIGN_NAME = filter
export DESIGN_NICKNAME = filter
export VERILOG_FILES = /design/flow/design.v
export SDC_FILE = /design/flow/constraint.sdc
export NUM_CORES = 4
export LEC_CHECK = 1
export CORE_UTILIZATION = 30
```

==> results_slide.txt <==
Synthesis and Place & Route Summary

Clocking
  – CTS Buffer Depth: 2
  – CTS Root Cell: clkbuf_16
  – Hold buffer count at cts: 0
  – Worst-path clk slew: 0.05 ns
  – TritonCTS buffer count: 9
  – Clock sink count: 64
  – # resized after CTS: 0
  – H-tree depth: 3
  – CTS tree: done
  – Setup Buffers After CTS: 0
  – Clock latency at the later pin of the worst-skew pair: 0.34 ns

Detailed routing
  – Routed via count: 6638
  – DR iter-0 viols: 509
  – Drt via density: 5.353
  – Met1 wire length: 10230 µm
  – Highest routed layer: met4
  – DR WL met3: 1737 µm
  – Post-Route WL: 23170 µm
  – Met2 Routed Length: 10330 µm
  – Mean routed wirelength per cell: 18.69 µm
  – DR pass1 iterations: 5
  – Remaining DRCs: 0
  – Post-detailed-route count of antenna-violating nets: 0

Place
  – Placement Setup Slack: 3.328 ns
  – Post-DP HPWL: 18650 µm
  – RePlAce Congestion: 0.9635
  – IO Port Bufs: 57

Synthesis
  – Cells in synth_stat.txt: 887
  – Ys Warns: 3
  – Commonest flop: dfrtp_1
  – Chip area line of the yosys report: 7435 µm²
  – Seq share, synth: 0.2154
  – Asr flop ratio synth: 1.000
  – Synth top area share: 0.2154
  – Mean Syn Cell Area: 8.382 µm²
  – Synth cell types: 76
  – Post-synth top area cell: dfrtp_1
  – Synth top area cells: dfrtp_1 (22%), fa_1 (8.3%), mux2_2 (7.3%)
  – Cell count after synthesis: 887
  – Mapped cell area: 7435 µm²
  – Post-synth EDFFs: 0
  – #FFs+latches synth: 64

STA
  – Slew HR: 0.4730
  – Setup WS post-layout: 3.546 ns
  – Final Setup Violations: 0
  – Fin crit share: 0.6890
  – Final min period: 7.854 ns
  – Setup Skew: 0.007995 ns
  – Fmax: 0.1273 GHz
  – Worst-margin pin slew: 0.7885 ns
  – Fin. Hold Viols: 0
  – Slew Viols, Final: 0
  – RSZ-0062 raised after global routing: false
  – Final setup TNS: 0 ns

Pwr
  – Power per cell area: 283.7 nW/µm²
  – Static Leak: 3.558 nW
  – Worst VDD drop: 0.1320 mV

Min path
  – HP Class: reg -> reg

Worst setup path
  – Crit. End Element: flip-flop
  – Critical Path AT: 8.12 ns
  – Max FO, Critical Path: 41
  – Crit Path Category: in -> reg
  – Worst R2R Setup Slack: 6.56 ns
  – Startpoint type of the worst setup path: primary input
  – Crit path DRT: 11.67 ns

Cells and area
  – Most frequent cells in the layout: inv_1 (95), nand2_1 (94), dfrtp_1 (64), nor2_1 (63), a21oi_1 (58)
  – Top cell excl fill/tap: inv_1
  – Share of cells above drive strength 1: 0.1173
  – Filler Cells Inserted: 2469
  – Area growth, synth to finish: 14.32%

Floorplan
  – Die Span Y: 159.4 µm
  – Chip Width: 159.4 µm
  – I/O pins: 144
  – Fp util: 0.3057
  – Core Footprint: 24320 µm²
  – Chip area: 25420 µm²
  – Std cell rows: 57

Global routing
  – Vias in the first global route: 6563
  – Total GRT Usage: 0.1931
  – Pin count of the biggest net entering global routing: 64
  – Remaining global-route overflow: 0
  – First-pass GRT wire length: 37090 µm
  – Initial antenna violation count: 2

Run
  – Max Cap Viol: 0
  – Tool warnings: 111

Status
  – Outcome: completed
==> critical path, stage by stage <==
cell and delay [ns]:
clkdlybuf4s50_1 0.46, buf_4 0.39, clkinv_1 0.60, buf_4 0.43, mux4_2 0.38, mux2_4 0.30, o22ai_1 0.30, fa_1 0.52
fa_1 0.48, nor2b_1 0.21, o2111ai_1 0.34, a2111oi_1 0.86, nor3_1 0.14, a21oi_1 0.25, xor2_1 0.16
==> layout make-up <==
cell class	instances	area (µm²)	area share
Multi-Input combinational cell	669	5185	0.6100
Sequential cell	64	1602	0.1884
Timing Repair Buffer	67	630.6	0.07419
Tap cell	324	405.4	0.04770
Inverter	97	364.1	0.04284
Clock buffer	11	232.7	0.02738
Clock inverter	4	70.07	0.008244
Antenna cell	4	10.01	0.001178
==> routing by layer <==
| metal | GRT usage | vias to the layer above |
|---|---|---|
| met4 | 0.05900 | 0 |
| met5 | 0 | - |
| li1 | - | 3174 |
| met1 | 0.2755 | 3176 |
| met3 | 0.05210 | 53 |
| met2 | 0.2913 | 235 |
==> power by group <==
group	switching (W)	internal [W]
Combinational	0.000946	0.000721
Sequential	0.0000893	0.000367
Clock	0.0000988	0.000189
==> kinds of logic after synthesis <==
logic type | count (synthesis) | share of synthesized area
AND-OR/OR-AND | 217 | 0.1902
XOR/XNOR | 27 | 0.03181
adder cells (fa/ha/maj) | 63 | 0.1373
buffers and inverters | 154 | 0.08718
flip-flops | 64 | 0.2154
multiplexers | 97 | 0.1695
AND/OR/NAND/NOR | 265 | 0.1686
==> synth_stat cells, drive strengths merged, types with 4 or more instances <==
cell	number
a21o	13
o21ai	41
and3	8
nor2b	4
o21a	8
buf	26
or2	4
dfrtp	64
mux2i	25
mux4	17
and2	9
nand2	94
inv	96
ha	32
a22oi	6
or3	4
o22a	4
a211oi	17
nor2	65
nor3	31
a21oi	59
xnor2	17
a31oi	7
clkbuf	31
fa	31
nand2b	5
a221oi	5
nor4	9
xor2	10
nand3	16
o22ai	16
a21boi	4
mux2	55
nand4	8
o211ai	8
o21bai	5
==> path summary, 6_finish.rpt <==
kind                                              from                endpoint  cells after the start
min in group asynchronous                        reset   lpf_uut.ma_new_reg[9]                      2
worst min-delay path             lpf_uut.ma_new_reg[3]   lpf_uut.ma_old_reg[3]                      0
worst max-delay path                    cutoff_freq[2]  lpf_uut.ma_new_reg[28]                     15
max in group asynchronous                        reset  lpf_uut.ma_old_reg[22]                      3
worst max register to register  lpf_uut.ma_old_reg[26]  lpf_uut.ma_new_reg[28]                     13
worst min register to register   lpf_uut.ma_new_reg[3]   lpf_uut.ma_old_reg[3]                      0
==> per-stage QoR <==
step                      total power, W  utilization  cells  cell area [µm²]  hold slack (ns)
after floorplan                 0.001667            -    887             7435           0.3312
after global placement          0.002116       0.3366   1221             8187           0.3312
after detailed placement        0.002114       0.3366   1221             8187           0.3347
after CTS                       0.002421       0.3491   1236             8489           0.3453
after global routing            0.002650       0.3491   1236             8489           0.3504
final                           0.002412       0.3495   1240             8499           0.3448
Power figures rest on the tool's default switching activity, not on a simulated workload.
