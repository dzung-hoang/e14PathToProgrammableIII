$ cat ./run.sh
#!/bin/bash
# OpenROAD 26Q1-2900-gdf79404cd8, Yosys 0.63+post, stock flow scripts
make -C /OpenROAD-flow-scripts/flow DESIGN_CONFIG=/design/flow/config.mk WORK_HOME=/design/flow/orfs finish
$ cat ./config.mk
export PLATFORM = sky130hd
export DESIGN_NAME = adsr_rt
export DESIGN_NICKNAME = adsr_rt
export VERILOG_FILES = /design/flow/design.v
export SDC_FILE = /design/flow/constraint.sdc
export NUM_CORES = 4
export LEC_CHECK = 1
export CORE_UTILIZATION = 40
export SYNTH_HDL_FRONTEND = slang
$ cat ./constraint.sdc
current_design adsr_rt

set clk_period 17.2
set clk_io_pct 0.2

create_clock -name clk0 -period $clk_period [get_ports {clk}]

set non_clock_inputs [all_inputs -no_clocks]
set_input_delay [expr $clk_period * $clk_io_pct] -clock clk0 $non_clock_inputs
set_output_delay [expr $clk_period * $clk_io_pct] -clock clk0 [all_outputs]
$ cat ./design.v
`timescale 1ns / 1ps
 module adsr_rt(
input logic clk,
input logic reset,
input logic start,  
input logic [31:0] attack_step_value,  
input logic [31:0] decay_step_value,   
input logic [31:0] sustain_level,  
input logic [31:0] release_step_value,   
output logic [15:0] envelope,
output logic adsr_idle
    );
    localparam MAX = 32'h8000_0000;
    localparam BYPASS = 32'hffff_ffff;
    localparam ZERO = 32'h0000_0000;
    typedef enum {idle, launch, attack, decay, sustain, rel} state_type;
    state_type state_reg;
    state_type state_next;
    logic [31:0] amplitude_counter_reg;
    logic [31:0] amplitude_counter_next;
    logic [31:0] n_tmp;
    logic fsm_idle;
    logic [31:0] envelope_i;
    always_ff @(posedge clk, posedge reset)
    begin
        if(reset) 
          begin
            state_reg <= idle;
            amplitude_counter_reg <= 32'h0;
          end
         else
         begin
            state_reg <= state_next;
            amplitude_counter_reg <= amplitude_counter_next;
         end
    end
    always_comb
    begin
        state_next = state_reg;
        amplitude_counter_next = amplitude_counter_reg;
        fsm_idle = 1'b0;        
        case (state_reg)         
            idle: begin
                fsm_idle = 1'b1;
                if (start) begin
                    state_next = launch;
                  end
              end
            launch: begin
                state_next = attack;
                amplitude_counter_next = 32'b0;
              end  
            attack: begin
                if(!start) begin
                    state_next = rel;
                end else
                 begin
                    n_tmp = amplitude_counter_reg + attack_step_value;
                    if (n_tmp < MAX) begin
                        amplitude_counter_next = n_tmp;
                    end else begin
                        state_next = decay;
                    end
                 end
              end
            decay: begin
                if (!start) begin
                    state_next = rel;
                end else 
                begin
                    n_tmp = amplitude_counter_reg - decay_step_value;
                    if(n_tmp > sustain_level) begin
                        amplitude_counter_next = n_tmp;
                    end else begin
                        amplitude_counter_next = sustain_level;
                        state_next = sustain;
                    end
                 end
              end              
            sustain: begin
                if (!start) begin
                    state_next = rel;
                end else begin
                    state_next = sustain;
                 end   
              end              
             default: begin
                if (start) begin
                    state_next = launch;
                  end else begin
                    if(amplitude_counter_reg > release_step_value) begin
                        amplitude_counter_next = amplitude_counter_reg - release_step_value;
                    end else begin
                        state_next = idle;
                    end
                  end
               end    
        endcase
    end
    assign adsr_idle = fsm_idle;
    assign envelope_i = (attack_step_value == BYPASS) ? MAX :
                   (attack_step_value == ZERO) ? 32'b0 :
                   amplitude_counter_reg;
    assign envelope = {1'b0, envelope_i[31:17]};
endmodule
==> node_exporter_impl.prom <==
# HELP chip_impl_metric Yosys and OpenROAD flow results
# TYPE chip_impl_metric gauge
chip_impl_metric{name="antenna_found_initial",unit=""} 2
chip_impl_metric{name="flop_area",unit="µm²"} 952
chip_impl_metric{name="rows",unit=""} 53
chip_impl_metric{name="finalCritPeriodShare",unit="%"} 58.3
chip_impl_metric{name="viasPerCell",unit=""} 5.98
chip_impl_metric{name="floorplan.core_area",unit="µm²"} 21200
chip_impl_metric{name="post_layout_nonfiller_instances",unit=""} 1563
chip_impl_info{name="cpLargestDelayFamily",value="AND-OR/OR-AND gates"} 1
chip_impl_info{name="worstSetupStartpointType",value="input port"} 1
chip_impl_metric{name="end_of_flow_core_utilization",unit="%"} 50.0
chip_impl_metric{name="drive_above_1_share",unit="%"} 4.97
chip_impl_metric{name="tightest_slew",unit="ns"} 0.850
chip_impl_metric{name="syn-mean-instance-area",unit="µm²"} 7.50
chip_impl_metric{name="cts_htree_levels",unit=""} 2
chip_impl_info{name="status",value="completed"} 1
chip_impl_metric{name="power_switching",unit="mW"} 1.27
chip_impl_metric{name="io_buffers",unit=""} 146
chip_impl_metric{name="ys_area",unit="µm²"} 8750
chip_impl_metric{name="cp.buffers_inverters",unit=""} 6
chip_impl_metric{name="drt.antenna.violating_nets",unit=""} 0
chip_impl_metric{name="routed_wire_length_per_instance",unit="µm"} 21.6
chip_impl_metric{name="yosysUniqueCellTypes",unit=""} 73
chip_impl_metric{name="internal_power",unit="mW"} 1.08
chip_impl_metric{name="dieWidth",unit="µm"} 150
chip_impl_metric{name="numCtsBuffers",unit=""} 5
chip_impl_metric{name="io_pins",unit=""} 148
chip_impl_metric{name="clock_path_buffers",unit=""} 2
chip_impl_info{name="cp_common_cell",value="buf_4"} 1
chip_impl_metric{name="cts_sinks",unit=""} 38
chip_impl_metric{name="max_cap_check_violation_count",unit=""} 0
chip_impl_info{name="startpoint_of_the_most_critical_register_to_register_path",value="amplitude_counter_reg[0]"} 1
chip_impl_metric{name="leakage",unit="nW"} 4.96
chip_impl_metric{name="post_cts.repair.setup_buffers",unit=""} 0
chip_impl_metric{name="sequentialPowerShare",unit="%"} 10.2
chip_impl_metric{name="grt_usage",unit="%"} 30.8
chip_impl_metric{name="postCtsResizedCells",unit=""} 0
chip_impl_metric{name="syn-cell-area",unit="µm²"} 8750
chip_impl_metric{name="hold_violations",unit=""} 0
chip_impl_metric{name="maximum_number_of_pins_on_one_net_before_global_route_repair",unit=""} 39
chip_impl_metric{name="drc",unit=""} 0
chip_impl_metric{name="edf_count",unit=""} 0
chip_impl_info{name="holdCritPathClass",value="flop to flop"} 1
chip_impl_metric{name="globalplace.congestion",unit=""} 1.05
chip_impl_info{name="startpoint_of_the_most_critical_setup_path",value="decay_step_value[0]"} 1
chip_impl_metric{name="post_cts_hold_buffer_count",unit=""} 0
chip_impl_metric{name="grt_pass1_wl",unit="mm"} 50.7
chip_impl_metric{name="worst_clock_skew",unit="ns"} 0.00481
chip_impl_metric{name="synth_cells",unit=""} 1167
chip_impl_info{name="origin_of_the_worst_min_delay_path",value="state_reg[3]"} 1
chip_impl_metric{name="clk_latency",unit="ns"} 0.30
chip_impl_metric{name="die_height",unit="µm"} 150
chip_impl_metric{name="yosysSeqAreaShare",unit="%"} 10.9
chip_impl_metric{name="clock.fmax",unit="GHz"} 0.0997
chip_impl_metric{name="power.clock.fraction",unit="%"} 5.0
chip_impl_metric{name="ir_drop",unit="mV"} 0.114
chip_impl_metric{name="worst-path-max-fanout",unit=""} 17
chip_impl_metric{name="detailedRoute.firstPassIterationCount",unit=""} 8
chip_impl_metric{name="switching_share",unit="%"} 54.0
chip_impl_metric{name="initial_core_util",unit="%"} 41.2
chip_impl_metric{name="detailedPlacementHpwl",unit="mm"} 27.5
chip_impl_metric{name="fin_crit",unit="ns"} 10.03
chip_impl_metric{name="synthToLayoutAreaGrowth",unit="%"} 21.3
chip_impl_metric{name="number_of_global_route_vias_before_repair",unit=""} 8663
chip_impl_metric{name="worst_ep_required_time",unit="ns"} 17.39
chip_impl_info{name="tritoncts_clock_tree",value="done"} 1
chip_impl_info{name="rsz0062_at_grt",value="false"} 1
chip_impl_metric{name="synth.ff_latch_count",unit=""} 38
chip_impl_metric{name="crit_arrival",unit="ns"} 10.22
chip_impl_metric{name="power.density_cell_area",unit="nW/µm²"} 221
chip_impl_info{name="cts.root.buffer_cell",value="clkbuf_16"} 1
chip_impl_info{name="primary_ff_master_synth",value="dfrtp_1"} 1
chip_impl_metric{name="final-max-slew-violation-count",unit=""} 0
chip_impl_metric{name="vias",unit=""} 9352
chip_impl_info{name="crit_path_max_delay_cell_type",value="a221oi_1"} 1
chip_impl_metric{name="synthesis.yosys.warnings",unit=""} 0
chip_impl_metric{name="slowest_delay",unit="ns"} 0.68
chip_impl_metric{name="combGateArea",unit="µm²"} 7170
chip_impl_metric{name="placed_cells_incl_taps",unit=""} 1556
chip_impl_metric{name="tool_warnings",unit=""} 25
chip_impl_metric{name="route.final.wire_length",unit="mm"} 33.8
chip_impl_metric{name="share_of_power_burned_in_combinational_logic",unit="%"} 84.8
chip_impl_metric{name="setup-violations-final",unit=""} 0
chip_impl_info{name="endpoint_class_of_the_critical_path",value="flop"} 1
chip_impl_metric{name="largest_register_ff_count",unit=""} 32
chip_impl_metric{name="yosysCellCount",unit=""} 1167
chip_impl_metric{name="path_clk_slew",unit="ns"} 0.07
chip_impl_metric{name="power_consumption",unit="mW"} 2.35
chip_impl_metric{name="setup_total_negative_slack",unit="ns"} 0
chip_impl_metric{name="drt_iter0_markers",unit=""} 781
chip_impl_metric{name="die_area",unit="µm²"} 22500
chip_impl_metric{name="postSynth.asyncResetShare",unit="%"} 100
chip_impl_metric{name="diodes_inserted",unit=""} 0
chip_impl_metric{name="layout.filler_cells",unit=""} 2126
chip_impl_info{name="setup.worst_path.class",value="input port to flop"} 1
chip_impl_metric{name="grt-ovfl-total",unit=""} 0
chip_impl_metric{name="max-slew-margin-rel",unit="%"} 42.6
through the flow:
stage	setup slack (ns)	hold WS, ns	instance area (µm²)
finish	7.17	0.505	10600
global route	6.79	0.540	10600
CTS	7.35	0.512	10600
detailed placement	7.05	0.498	10400
global placement	7.18	0.500	10400
floorplan	8.65	0.451	8750
layer usage:
| layer | part of all wire, % | vias up | routed length (µm) | track usage [%] |
|---|---|---|---|---|
| met2 | 42 | 348 | 14200 | 45.3 |
| met3 | 9.1 | 32 | 3070 | 6.12 |
| met4 | 1.6 | 0 | 529 | 4.19 |
| met1 | 47 | 4364 | 16000 | 47.5 |
| met5 | 0 | - | 0 | 0 |
| li1 | - | 4608 | - | - |
cell usage in the layout, fill, tap and decap left out, types with 19 or more instances in the layout:
cell type,instances
and2_1,21
nand4_1,30
nor2_1,63
inv_1,119
xnor2_1,35
a21o_1,50
dfrtp_1,37
mux2i_1,19
o21ai_0,55
ha_1,126
a31oi_1,29
and3_1,19
a21oi_1,104
mux2_4,25
clkdlybuf4s50_1,146
xor2_1,35
nand3_1,30
nand2_1,83
final timing paths:
check	to	slack, ns	cells after the start
hold reg to reg	state_reg[2]	0.50	1
hold / removal	state_reg[2]	0.50	1
max in group asynchronous	amplitude_counter_reg[16]	13.19	3
setup reg to reg	amplitude_counter_reg[23]	10.28	25
setup / recovery	amplitude_counter_reg[23]	7.17	25
min in group asynchronous	amplitude_counter_reg[2]	3.59	3
power groups by stage:
stage | logic, mW | clock network [mW] | registers, mW
4_1_cts | 1.96 | 0.119 | 0.235
5_1_grt | 2.18 | 0.121 | 0.243
6_report | 1.99 | 0.116 | 0.239
Yosys cell counts, types with 25 or more instances:
cell / instances / area share, %
clkbuf_1: 34 / 1.5
a31oi_1: 29 / 2.1
nand4_1: 30 / 2.1
inv_1: 119 / 5.1
dfrtp_1: 37 / 11
nand2_1: 83 / 3.6
nor2_1: 63 / 2.7
nand3_1: 30 / 1.7
mux2_4: 25 / 4.3
xor2_1: 35 / 3.5
a21o_1: 50 / 4.3
xnor2_1: 35 / 3.5
o21ai_0: 55 / 3.1
a21oi_1: 104 / 6.0
ha_1: 126 / 18
cell type report:
type,instances,area share (%)
timing repair buffer,156,14.5
tap,275,3.24
multi-input combinational,968,67.5
sequential,38,8.97
clock inverter,1,0.283
clock buffer,6,1.31
inverter,119,4.21
kinds of logic (layout without fill, tap and decap cells):
group                    after synthesis  count (layout)  synth area share, %
AND-OR/OR-AND                        388             388                 29.7
AND/OR/NAND/NOR                      331             331                 19.2
buffers and inverters                161             282                 7.32
adder cells (fa/ha/maj)              129             129                 18.7
XOR/XNOR                              70              70                 7.01
multiplexers                          49              49                 7.11
flip-flops                            38              38                 10.9
other                                  1               1               0.0429
worst register-to-register path, cell delays in order (launching register included):
cell	delay [ns]
dfrtp_1	0.40
inv_1	0.09
ha_1	0.17
inv_1	0.06
fa_1	0.41
a21o_1	0.22
a221oi_1	0.68
o221ai_1	0.28
a211oi_1	0.28
buf_4	0.18
o31ai_1	0.14
a31oi_1	0.24
xor2_1	0.36
inv_1	0.09
ha_1	0.28
nand4_1	0.16
or4_1	0.62
nor4_1	0.40
a31oi_1	0.14
nor2_1	0.14
buf_4	0.29
nor2_1	0.07
buf_4	0.24
a22oi_1	0.16
or3b_2	0.46
mux2_4	0.26
Power figures rest on the tool's default switching activity, not on a simulated workload.
